## flow/design.v

```verilog
`timescale 1ns/1ps
module convolve(input [3:0] x [7:0], input [3:0] h [7:0], output reg [3:0] result [14:0]);
    integer i, j;
    always @(*) begin
        for(i=0;i<15;i=i+1) begin
            result[i] = 0;
        end
        for(i=0;i<8;i=i+1) begin
            for(j=0;j<8;j=j+1) begin
                result[i+j] = result[i+j] + (x[i] * h[j]);
            end
        end
    end
endmodule
module ripple_carry_adder_8_bit(input [7:0] a, input [7:0] b, input cin, output reg [7:0] sum, output reg cout);
    integer i;
    always @(*) begin
        cout = cin;
        for(i=0;i<8;i=i+1) begin
            sum[i] = a[i] ^ b[i] ^ cout;
            cout = (a[i] & b[i]) | (cout & a[i]) | (cout & b[i]);
        end
    end
endmodule
module and_gate(input a, input b, output res);
    wire temp1, temp2;
    nand #1(temp1, a, b);
    nand #1(res, temp1, temp1);
endmodule
module or_gate(input a, input b, output res);
    wire temp1, temp2;
    nand #1(temp1, a, a);
    nand #1(temp2, b, b);
    nand #1(res, temp1, temp2);
endmodule
module not_gate(input a, output res);
    nand #1(res, a, a);
endmodule
module xor_gate(input a, input b, output res);
    wire temp1, temp2, temp3;
    nand #1(temp1, a, b);
    nand #1(temp2, a, temp1);
    nand #1(temp3, b, temp1);
    nand #1(res, temp2, temp3);
endmodule
module adder(input a, input b, input cin, output sum, output cout);
    wire temp, temp1, temp2, temp3, temp4;
    xor_gate x1(a, b, temp);
    xor_gate x2(temp, cin, sum);
    and_gate a1(a, b, temp1);
    and_gate a2(b, cin, temp2);
    and_gate a3(a, cin, temp3);
    or_gate o1(temp1, temp2, temp4);
    or_gate o2(temp3, temp4, cout);
endmodule
module ripple_carry_adder_4_bit(input [3:0] a, input [3:0] b, input cin, output [3:0] sum, output cout);
    wire c1, c2, c3;
    adder a1(a[0], b[0], cin, sum[0], c1);
    adder a2(a[1], b[1], c1, sum[1], c2);
    adder a3(a[2], b[2], c2, sum[2], c3);
    adder a4(a[3], b[3], c3, sum[3], cout);
endmodule
```

## flow/constraint.sdc

```tcl
current_design convolve

set clk_period 7.9
set clk_io_pct 0.2

create_clock -name clk0 -period $clk_period

set non_clock_inputs [all_inputs -no_clocks]
set_input_delay [expr $clk_period * $clk_io_pct] -clock clk0 $non_clock_inputs
set_output_delay [expr $clk_period * $clk_io_pct] -clock clk0 [all_outputs]
```

## flow/run.sh

```bash
#!/bin/bash
# OpenROAD 26Q1-2900-gdf79404cd8, Yosys 0.63+post, stock flow scripts
make -C /OpenROAD-flow-scripts/flow DESIGN_CONFIG=/design/flow/config.mk WORK_HOME=/design/flow/orfs finish
```

## flow/config.mk

```make
export PLATFORM = sky130hd
export DESIGN_NAME = convolve
export DESIGN_NICKNAME = convolve
export VERILOG_FILES = /design/flow/design.v
export SDC_FILE = /design/flow/constraint.sdc
export NUM_CORES = 4
export LEC_CHECK = 1
export CORE_UTILIZATION = 30
export SYNTH_HDL_FRONTEND = slang
```

==> impl_metrics.json <==
{
  "tool_warnings": 35,
  "whs_ns": 4.14,
  "synth_cell_types": 21,
  "drtPass1Iterations": 8,
  "grt_max_degree": 20,
  "dr_total_vias": 12956,
  "grt_usage_pct": 22.1,
  "regArea_um2": 0,
  "hold_viol": 0,
  "overflow": 0,
  "nClkBuffers": 0,
  "setup_tns_ns": -2.00,
  "yosys_cells": 1884,
  "area_growth_pct": 31.1,
  "leakage_nw": 9.41,
  "drive_gt1_share_pct": 21.1,
  "numPortBuffers": 124,
  "synth_area_per_cell_um2": 8.14,
  "fp.dieH_um": 228,
  "fin_util_pct": 40.0,
  "grt_pass1_wl_um": 83700,
  "ys_area_mm2": 0.0153,
  "syn-instance-count": 1884,
  "fin_area_mm2": 0.0201,
  "pin_count": 124,
  "rows": 82,
  "ys_sh_xor_pct": 27.1,
  "switching_power_mw": 1.89,
  "ys_sh_aoi_pct": 0.0571,
  "ant_nets": 0,
  "relSlewSlack_pct": 46.0,
  "start_kind": "input pin",
  "dieArea_mm2": 0.0520,
  "status": "finished with violations",
  "num-fill-cells": 4937,
  "critPathCaptureType": "primary output",
  "ys_seq_share_pct": 0,
  "dp_hpwl_um": 43500,
  "grt_pass1_vias": 13312,
  "worstPathArrival_ns": 6.78,
  "yosysTopAreaCell": "ha_1",
  "top_area_share_pct": 23.4,
  "via_per_inst": 4.57,
  "mux_share_pct": 0.220,
  "yosys.area_share.adder_pct": 42.5,
  "coreArea_mm2": 0.0503,
  "rsz0062_at_grt": "yes",
  "violations": "setup timing",
  "p_total_mw": 4.30,
  "p_int_mw": 2.41,
  "gp_congestion": 1.04,
  "worst_ep_required_time_ns": 6.32,
  "antenna_found_initial": 1,
  "finalCritPeriodShare_pct": 106,
  "synth-simple-area-share_pct": 21.5,
  "crit_type": "input pin to primary output",
  "hp-class": "input pin to primary output",
  "drt-wirelength-per-cell_um": 19.6,
  "die_w_um": 228,
  "routed_wl_um": 55600,
  "fin_ws_ns": -0.459,
  "hold_buffers": 0,
  "flop-count": 0,
  "ir_worst_vdd_mv": 0.183,
  "tightest_slew_ns": 0.808,
  "yosys_warnings": 0,
  "drc": 0,
  "synthTopLogicFamily": "adder cells",
  "place_area_mm2": 0.0186,
  "switching_share_pct": 43.9,
  "setup_violations": 5,
  "drt_iter0_markers": 685,
  "yosys-top-cells-count": "xnor2_1 (380), and2_1 (336), nand2_1 (305)",
  "finalCriticalPeriod_ns": 8.36,
  "top_cell": "xnor2_1",
  "max_freq_mhz": 120,
  "topCellsByArea": "ha_1 (23%), xnor2_1 (22%), fa_1 (19%), and2_1 (14%), nand2_1 (7.5%)",
  "initCoreUtil_pct": 30.5,
  "drv_cap": 0,
  "synth_area_mm2": 0.0153,
  "crit_fanout": 5,
  "p_per_area_mw_per_mm2": 214,
  "drv_slew": 0
}
-- per-layer routing --
layer / vias up / GRT usage, % / share of wire (%)
met1: 6193 / 32.2 / 45
met3: 64 / 6.49 / 9.5
met4: 0 / 4.61 / 2.3
li1: 6195 / - / -
met2: 504 / 32.9 / 43
met5: - / 0 / 0
-- path summary, 6_finish.rpt --
check	slack, ns	startpoint	endpoint	depth (start not counted)
worst max-delay path	-0.46	h[25]	result[39]	20
worst min-delay path	4.14	x[18]	result[19]	8
-- critical path: stages --
cell           delay (ns)
dlygate4sd2_1        0.26
buf_6                0.15
and2_1               0.16
ha_1                 0.29
ha_1                 0.29
inv_2                0.04
fa_1                 0.47
fa_1                 0.57
fa_1                 0.45
fa_1                 0.46
fa_1                 0.50
inv_1                0.04
ha_2                 0.17
xnor2_2              0.13
xnor2_1              0.14
xnor2_1              0.30
xnor2_1              0.18
xnor3_1              0.29
xnor2_2              0.18
buf_2                0.12
-- placed cells by master, fill, tap and decap left out, drive strengths merged --
master / count
nand2b: 2
dlygate4sd2: 5
xnor3: 5
nand2: 307
diode: 1
inv: 214
and2: 336
nand3: 3
buf: 305
xnor2: 381
mux2: 3
nor2b: 1
clkbuf: 8
clkdlybuf4s50: 68
fa: 146
dlymetal6s2s: 2
xor2: 80
a32oi: 1
clkdlybuf4s15: 3
ha: 287
nor2: 2
-- cell families after synthesis --
group | after synthesis
xor gates and xnor gates | 466
adders and majority gates | 433
AOI/OAI and AO/OA | 1
and+or+nand+nor | 651
buffers and inverters | 330
muxes | 3
-- power groups by stage --
stage    registers, mW  clock network [mW]  logic, mW
4_1_cts              0                   0       4.21
5_1_grt              0                   0       4.78
-- stage by stage --
step | worst slack (ns) | std cells
6_report | -0.459 | 2832
5_1_grt | -0.617 | 2831
4_1_cts | -0.656 | 2819
3_5_place_dp | -1.38 | 2768
3_3_place_gp | -1.41 | 2768
2_1_floorplan | -0.124 | 1884
-- final cells by class --
cell class,instances,area (um^2),area share (%)
Tap cell,672,841,4.18
Multi-Input combinational cell,1554,14700,73.1
Timing Repair Buffer,391,3770,18.7
Inverter,214,803,3.99
Antenna cell,1,2.50,0.0124
-- timing repair --
action / in CTS / in global routing
pin swaps: 147 / 106
gates cloned: 0 / 1
resized: 362 / 123
buffers inserted: 53 / 18
endpoints found under the setup margin: 18 / 13
Power and IR drop assume default switching activity.
