File: ./design.v
`timescale 1s / 1ms
module traffic_controller(
    input clk,
    input rst,
    input Emergency_Left,
    input Emergency_Right,
    output reg [1:0] T1_light,
    output reg [1:0] T2_light,
    output reg Buzzer_T1,
    output reg Buzzer_T2,
    output reg T1_walk,
    output reg T2_walk
);
    parameter RED    = 2'b00;
    parameter GREEN  = 2'b01;
    parameter YELLOW = 2'b10;
    reg [1:0] T1_state = GREEN;
    reg [1:0] T2_state = GREEN;
    reg [7:0] T1_timer = 0;
    reg [7:0] T2_timer = 0;
    reg [15:0] current_time = 0;
    reg [15:0] pause_until_T1 = 0;
    reg [15:0] pause_until_T2 = 0;
    wire pause_T1 = (current_time < pause_until_T1);
    wire pause_T2 = (current_time < pause_until_T2);
    always @(posedge clk or posedge rst) begin
        if (rst) begin
            T1_state <= GREEN;
            T2_state <= GREEN;
            T1_timer <= 0;
            T2_timer <= 0;
            pause_until_T1 <= 0;
            pause_until_T2 <= 0;
            current_time <= 0;
        end else begin
            current_time <= current_time + 1;
            if (Emergency_Left) begin
                if (pause_until_T1 < current_time + 11)
                    pause_until_T1 <= current_time + 11;
            end
            if (Emergency_Right) begin
                if (pause_until_T1 < current_time + 11)
                    pause_until_T1 <= current_time + 11;
                if (pause_until_T2 < current_time + 11)
                    pause_until_T2 <= current_time + 11;
            end
            if (!pause_T1) begin
                case (T1_state)
                    RED: begin
                        if (T1_timer < 59) T1_timer <= T1_timer + 1;
                        else begin
                            T1_state <= GREEN;
                            T1_timer <= 0;
                        end
                    end
                    GREEN: begin
                        if (T1_timer < 29) T1_timer <= T1_timer + 1;
                        else begin
                            T1_state <= YELLOW;
                            T1_timer <= 0;
                        end
                    end
                    YELLOW: begin
                        if (T1_timer < 4) T1_timer <= T1_timer + 1;
                        else begin
                            T1_state <= RED;
                            T1_timer <= 0;
                        end
                    end
                endcase
            end
            if (!pause_T2) begin
                case (T2_state)
                    RED: begin
                        if (T2_timer < 59) T2_timer <= T2_timer + 1;
                        else begin
                            T2_state <= GREEN;
                            T2_timer <= 0;
                        end
                    end
                    GREEN: begin
                        if (T2_timer < 29) T2_timer <= T2_timer + 1;
                        else begin
                            T2_state <= YELLOW;
                            T2_timer <= 0;
                        end
                    end
                    YELLOW: begin
                        if (T2_timer < 4) T2_timer <= T2_timer + 1;
                        else begin
                            T2_state <= RED;
                            T2_timer <= 0;
                        end
                    end
                endcase
            end
        end
    end
    always @(*) begin
        T1_light = pause_T1 ? RED : T1_state;
        T2_light = pause_T2 ? RED : T2_state;
        Buzzer_T1 = (!pause_T1 && T1_state == RED && T1_timer >= 55);
        Buzzer_T2 = (!pause_T2 && T2_state == RED && T2_timer >= 55);
        T1_walk = (T1_state == RED && !pause_T1) ? 1 : 0;
        T2_walk = (T2_state == RED && !pause_T2) ? 1 : 0;
    end
endmodule
File: ./run.sh
#!/bin/bash
# OpenROAD 26Q1-2900-gdf79404cd8, Yosys 0.63+post, stock flow scripts
make -C /OpenROAD-flow-scripts/flow DESIGN_CONFIG=/design/flow/config.mk WORK_HOME=/design/flow/orfs finish
File: ./config.mk
export PLATFORM = sky130hd
export DESIGN_NAME = traffic_controller
export DESIGN_NICKNAME = traffic_controller
export VERILOG_FILES = /design/flow/design.v
export SDC_FILE = /design/flow/constraint.sdc
export NUM_CORES = 4
export LEC_CHECK = 1
export CORE_UTILIZATION = 30
export SYNTH_HDL_FRONTEND = slang
File: ./constraint.sdc
current_design traffic_controller

set clk_period 7.6
set clk_io_pct 0.2

create_clock -name clk0 -period $clk_period [get_ports {clk}]

set non_clock_inputs [all_inputs -no_clocks]
set_input_delay [expr $clk_period * $clk_io_pct] -clock clk0 $non_clock_inputs
set_output_delay [expr $clk_period * $clk_io_pct] -clock clk0 [all_outputs]
==> impl_metrics.tcl <==
# yosys + openroad results
set metrics [dict create \
    seq_area_um2 1704 \
    synth.yosys.chip_area_um2 4959 \
    edf_count 0 \
    cts.htree.levels 3 \
    top_ports 12 \
    first_global_vias 3683 \
    worst_slew_margin_relative_to_its_limit_pct 45.97 \
    synth.top_cells.by_area "dfrtp_1, ha_1, mux2i_1" \
    critical_path_arrival_ns 2.86 \
    power-per-cell-area_nw_per_um2 138.9 \
    cts_post_setup_buffers_inserted 0 \
    async_reset_ff_share_pct 100.0 \
    setup_viols_final 0 \
    grt_setup_unrepaired "false" \
    die-area_um2 17050 \
    synth-main-ff-cell "dfrtp_1" \
    yosysCellCount 503 \
    drtPass1Iterations 4 \
    total_leakage_power_nw 2.681 \
    hold_ws_ns 0.5337 \
    routed_wirelength_um 10120 \
    skew_ns 0.006491 \
    tightest_slew_ns 0.8105 \
    place.port_buffers 11 \
    hold_path_class "flip-flop to flip-flop" \
    warnings 34 \
    grt_first_pass_wirelength_um 17550 \
    antenna_violating_nets_post_route 0 \
    cp.required_ns 6.08 \
    syn_area_um2 4959 \
    grt_start_max_net_pins 40 \
    maxClockFrequency_ghz 0.2281 \
    route.antenna.diode_count 0 \
    fin_setup_tns_ns 0 \
    drt_drc_violations_left 0 \
    ctsHoldBuffers 0 \
    cts_inserted_buffers 9 \
    clk-insertion-delay-late_ns 0.34 \
    cts_tree "yes" \
    synthesis.area_per_instance_um2 9.858 \
    crit_type "flip-flop to primary output" \
    finalWorstPathRequiredPeriod_ns 4.384 \
    synth_warn 0 \
    power.ir.vdd_worst_mv 0.09338 \
    fp-utilization_pct 30.99 \
    n_fill_cell 1606 \
    worst-path-max-fanout 11 \
    layout_worst_path_cycle_share_pct 57.69 \
    top_cell_area_share_pct 33.31 \
    total_power_consumption_mw 0.7748 \
    start_kind "flip-flop" \
    placedCellCount 723 \
    sequential_fraction_of_the_synthesis_area_pct 34.37 \
    number_of_antenna_violations_at_the_first_check_in_global_routing 0 \
    first_iter_violations 187 \
    layout_cell_share_with_drive_strength_beyond_1_pct 6.119 \
    gp_congestion 0.8123 \
    combGateArea_um2 2973 \
    worst_setup_path_end_kind "primary output" \
    run_status "completed" \
    most_frequent_cells_in_the_layout "ha_1, dfrtp_1, inv_1, mux2i_1, nor2_1" \
    ys_seq_elements 68 \
    viasPerCell 4.877 \
    clock_sink_count 68 \
    dr_total_vias 3604 \
    cts.path.max_buffers 2 \
    clockRootBuffer "clkbuf_16" \
    place.detailed.hpwl_um 7523 \
    hold_viol 0 \
    clkSlewWorstSetupHoldPaths_ns 0.05 \
    largest_area_cell "dfrtp_1" \
    resized_gates_after_cts 0 \
    layout_top_cell_excl_fill_tap "ha_1" \
    finish.cell_count_without_fillers 739 \
    globalRouteTotalUtil_pct 13.26 \
    final_core_util_pct 34.85 \
    cap_viol_max_count 0 \
    die_x_um 130.6 \
    grt_overflow_total 0 \
    synthToLayoutAreaGrowth_pct 12.47 \
    final-max-slew-violation-count 0 \
    core_um2 16000 \
    post_synth_inst_count 503 \
    die_h_um 130.6 \
    drt-wirelength-per-cell_um 13.69 \
    fp-row-count 46 \
    synth.lib_cells_used.distinct 52 \
]
==> synth_stat cells (2+ instances only) <==
| library cell | n |
|---|---|
| nand2b_1 | 7 |
| a2bb2oi_1 | 6 |
| a211oi_1 | 6 |
| inv_1 | 58 |
| and3_1 | 6 |
| o21a_1 | 2 |
| nor4_1 | 3 |
| o31a_1 | 2 |
| o31ai_1 | 6 |
| xnor2_1 | 22 |
| a21oi_1 | 21 |
| mux2i_1 | 36 |
| buf_6 | 2 |
| ha_1 | 70 |
| nor3_1 | 9 |
| xor2_1 | 9 |
| maj3_1 | 2 |
| nor2_1 | 28 |
| o21ai_0 | 22 |
| buf_2 | 3 |
| nand3_1 | 12 |
| dfrtp_1 | 66 |
| nand2_1 | 24 |
| nand4_2 | 2 |
| a21o_1 | 16 |
| or2_2 | 2 |
| dfstp_2 | 2 |
| a211o_1 | 2 |
| nor2b_1 | 9 |
| clkbuf_1 | 3 |
| nand4_1 | 10 |
| o211ai_1 | 4 |
| buf_4 | 2 |
| mux2_2 | 5 |
| o2111ai_1 | 2 |
| a41oi_1 | 2 |
| a32oi_1 | 2 |
| nor3b_1 | 2 |
| and4_1 | 3 |
==> registers in the layout, indices dropped and copies added, names as in the netlist <==
register,count
T1_state,2
T1_timer,8
T2_state,2
T2_timer,8
current_time,16
pause_until_T1,16
pause_until_T2,16
==> worst paths after layout <==
path | startpoint | endpoint | slack [ns] | cells past startpoint
max in group asynchronous | rst | pause_until_T1[14]$_DFF_PP0_ | 5.02 | 3
worst max register to register | current_time[0]$_DFF_PP0_ | pause_until_T1[0]$_DFF_PP0_ | 3.32 | 16
worst max-delay path | current_time[5]$_DFF_PP0_ | Buzzer_T2 | 3.22 | 7
min in group asynchronous | rst | pause_until_T1[10]$_DFF_PP0_ | 1.58 | 2
worst min register to register | pause_until_T2[0]$_DFFE_PP0P_ | pause_until_T2[0]$_DFFE_PP0P_ | 0.53 | 1
worst min-delay path | pause_until_T2[0]$_DFFE_PP0P_ | pause_until_T2[0]$_DFFE_PP0P_ | 0.53 | 1
==> power by group <==
group	switching [mW]	internal (mW)	total, mW
sequential	0	0.362	0.362
combinational	0.00798	0.00181	0.00980
clock	0.149	0.254	0.403
total	0.157	0.618	0.775
==> worst max-delay path, cell delays in order, from the launching register on <==
cell and delay, ns:
dfrtp_1 0.56, ha_1 0.41, nand2_1 0.06, o31ai_1 0.40, a41oi_1 0.28, nor2b_1 0.21, o31a_1 0.15, clkdlybuf4s50_1 0.45
==> logic make-up after synthesis <==
family	share of synthesized area, %
muxes	8.630
AOI/OAI and AO/OA	14.51
xor gates and xnor gates	6.359
adders and majority gates	18.07
and+or+nand+nor	12.39
buffers and inverters	5.677
DFF	34.37
==> cell type report <==
class / count / share of cell area (%)
clock inverter: 2 / 0.6282
tap: 216 / 4.846
inverter: 58 / 3.904
multi-input combinational: 367 / 53.31
sequential: 68 / 30.56
timing repair buffer: 14 / 2.378
clock buffer: 14 / 4.375
==> layer usage <==
| metal | wire length, um | vias to the layer above | track usage (%) |
|---|---|---|---|
| met5 | 0 | - | 0 |
| met4 | 132 | 0 | 2.637 |
| met3 | 226 | 10 | 2.405 |
| met2 | 4504 | 22 | 20.14 |
| met1 | 5251 | 1753 | 20.18 |
| li1 | - | 1819 | - |
==> through the flow <==
| stage | worst slack (ns) | instance area [um^2] |
|---|---|---|
| after floorplan | 3.904 | 4959 |
| after global placement | 3.455 | 5298 |
| after detailed placement | 3.346 | 5298 |
| after CTS | 3.169 | 5577 |
| after global routing | 3.013 | 5577 |
| final | 3.216 | 5577 |
Power is estimated from default activity; no workload was simulated.
